==> /design/flow/design.v <==
module fifo #(parameter DATA_WIDTH = 4, parameter DEPTH = 8) (
    input                       clk,
    input                       rst,
    input                       wr,
    input                       rd, 
    input           [DATA_WIDTH-1:0]    data_in,
    output logic    [DATA_WIDTH-1:0]    data_out,
    output                      full,
    output                      empty
);
localparam ADDR_WIDTH = $clog2(DEPTH);
logic   [DATA_WIDTH-1:0]    mem [DEPTH-1:0];
logic   [ADDR_WIDTH-1:0]    wr_addr;
logic   [ADDR_WIDTH-1:0]    rd_addr;
always @(posedge clk or posedge rst) begin
    if(rst) begin
        wr_addr     <= '0;
        rd_addr     <= '0;
        data_out    <= '0;
    end else begin
        if(wr & rd) begin
            mem[wr_addr]    <= data_in;
            data_out        <= mem[rd_addr];
        end else if(wr & !full) begin
            wr_addr         <= (wr_addr < DEPTH-1) ? wr_addr + 1 : '0;
            mem[wr_addr]    <= data_in;
        end else if(rd & !empty) begin
            rd_addr     <= (rd_addr < DEPTH-1) ? rd_addr + 1 : '0;
            data_out    <= mem[rd_addr];
        end
    end
end
assign  full    = ({~wr_addr[ADDR_WIDTH-1], wr_addr[ADDR_WIDTH-2:0]} == rd_addr);
assign  empty   = (wr_addr == rd_addr);
endmodule
==> /design/flow/run.sh <==
#!/bin/bash
# OpenROAD 26Q1-2900-gdf79404cd8, Yosys 0.63+post, stock flow scripts
make -C /OpenROAD-flow-scripts/flow DESIGN_CONFIG=/design/flow/config.mk WORK_HOME=/design/flow/orfs finish
==> /design/flow/config.mk <==
export PLATFORM = sky130hd
export DESIGN_NAME = fifo
export DESIGN_NICKNAME = fifo
export VERILOG_FILES = /design/flow/design.v
export SDC_FILE = /design/flow/constraint.sdc
export NUM_CORES = 4
export LEC_CHECK = 1
export CORE_UTILIZATION = 30
==> /design/flow/constraint.sdc <==
current_design fifo

set clk_period 2.9
set clk_io_pct 0.2

create_clock -name clk0 -period $clk_period [get_ports {clk}]

set non_clock_inputs [all_inputs -no_clocks]
set_input_delay [expr $clk_period * $clk_io_pct] -clock clk0 $non_clock_inputs
set_output_delay [expr $clk_period * $clk_io_pct] -clock clk0 [all_outputs]
==> flow_summary.html <==
<h2>Implementation results</h2>
<table>
<tr><th>Metric</th><th>Value</th></tr>
<tr><th colspan="2">Detailed routing</th></tr>
<tr><td>Total Routed Length</td><td>3.74 mm</td></tr>
<tr><td>Count of unresolved DRC violations after routing</td><td>0</td></tr>
<tr><td>Per-cell routed wire length</td><td>16.7 um</td></tr>
<tr><td>Number of vias in the routed layout</td><td>1118</td></tr>
<tr><td>Via density</td><td>4.99</td></tr>
<tr><td>Count of nets left with antenna violations after detail routing</td><td>0</td></tr>
<tr><td>Violation tally from detailed-route iteration zero</td><td>68</td></tr>
<tr><td># diodes</td><td>0</td></tr>
<tr><td>Detailed Routing Iterations Pass 1</td><td>5</td></tr>
<tr><th colspan="2">Synth</th></tr>
<tr><td>Cell area after synthesis</td><td>1970 um2</td></tr>
<tr><td>YS chip area</td><td>1970 um2</td></tr>
<tr><td>Total number of yosys warnings</td><td>2</td></tr>
<tr><td>Share of synthesized area occupied by flip-flops and latches</td><td>61.3%</td></tr>
<tr><td>Average cell area after synthesis</td><td>15.1 um2</td></tr>
<tr><td>Synth Instances</td><td>131</td></tr>
<tr><td>Synth Register Bits</td><td>42</td></tr>
<tr><td>Proportion of synthesized flip-flops having asynchronous set or reset</td><td>23.8%</td></tr>
<tr><td>Most instantiated flip-flop cell in the synthesis netlist</td><td>edfxtp_1</td></tr>
<tr><td>Post-synth tally of flip-flops with integrated enable</td><td>32</td></tr>
<tr><td>Number of cell instances after yosys synthesis</td><td>131</td></tr>
<tr><td>Distinct cell type count after synthesis</td><td>34</td></tr>
<tr><th colspan="2">Run</th></tr>
<tr><td>Reported max-cap violation count</td><td>0</td></tr>
<tr><td>OpenROAD warnings</td><td>32</td></tr>
<tr><th colspan="2">Global route</th></tr>
<tr><td>Maximum number of pins on one net before global-route repair</td><td>15</td></tr>
<tr><td>Total Routing Usage GR</td><td>12.3%</td></tr>
<tr><td>Grt total ovfl</td><td>0</td></tr>
<tr><td>Via count of the first global-routing pass</td><td>1199</td></tr>
<tr><td>Number of antenna violations at the first check in global routing</td><td>0</td></tr>
<tr><td>Global-route wire length before repair</td><td>6.27 mm</td></tr>
<tr><th colspan="2">Final timing</th></tr>
<tr><td>Ratio of final minimum period to clock period</td><td>88.2%</td></tr>
<tr><td>Time the worst path needs with I/O delays and setup</td><td>2.56 ns</td></tr>
<tr><td>Setup repair after global routing missed its margin</td><td>false</td></tr>
<tr><td>Final hold violation count</td><td>0</td></tr>
<tr><td>Sum of negative setup slack</td><td>0 ns</td></tr>
<tr><td>Slew at the pin closest to its max-slew limit</td><td>0.558 ns</td></tr>
<tr><td>Final-report max-slew violation count</td><td>0</td></tr>
<tr><td>Hold Slack</td><td>0.479 ns</td></tr>
<tr><td>Max-Slew Margin vs Limit</td><td>62.7%</td></tr>
<tr><td>Final count of negative-setup-slack endpoints</td><td>0</td></tr>
<tr><td>Worst clock skew on the final layout</td><td>0.00826 ns</td></tr>
<tr><td>Achievable Freq</td><td>391 MHz</td></tr>
<tr><th colspan="2">Power and ir drop</th></tr>
<tr><td>Leakage</td><td>0.851 nW</td></tr>
<tr><td>Power share of the sequential group</td><td>38.3%</td></tr>
<tr><td>Power density over the cells</td><td>1000 nW/um2</td></tr>
<tr><td>Cell internal pwr</td><td>1.52 mW</td></tr>
<tr><td>Switching power</td><td>786 uW</td></tr>
<tr><td>Combinational fraction of design power</td><td>38.1%</td></tr>
<tr><td>Peak supply drop</td><td>0.515 mV</td></tr>
<tr><td>Clock Power Share</td><td>23.6%</td></tr>
<tr><td>Sw Ratio</td><td>34.0%</td></tr>
<tr><th colspan="2">Setup path</th></tr>
<tr><td>Required time at the endpoint of the critical path</td><td>2.32 ns</td></tr>
<tr><td>Delay of the slowest critical-path stage</td><td>0.65 ns</td></tr>
<tr><td>Worst setup SP type</td><td>flop</td></tr>
<tr><td>Kind of critical path</td><td>reg -&gt; out</td></tr>
<tr><td>Reg-to-reg setup timing slack</td><td>0.67 ns</td></tr>
<tr><td>FF-to-FF End</td><td>data_out[0]$_DFFE_PP0P_</td></tr>
<tr><td>CP endpoint kind</td><td>output port</td></tr>
<tr><td>Worst EP arrival</td><td>1.98 ns</td></tr>
<tr><td>Critical path cell sequence</td><td>xnor2_1 &gt; nor3_2 &gt; clkdlybuf4s50_1</td></tr>
<tr><td>Worst reg2reg path depth</td><td>6</td></tr>
<tr><td>Highest fanout seen on the critical path</td><td>12</td></tr>
<tr><td>Critical R2R Launch</td><td>rd_addr[2]$_DFFE_PP0P_</td></tr>
<tr><td>Master of the slowest instance on the critical path</td><td>dfrtp_1</td></tr>
<tr><th colspan="2">Die</th></tr>
<tr><td>Site Rows</td><td>29</td></tr>
<tr><td>Area of the core region</td><td>6350 um2</td></tr>
<tr><td>Starting Density</td><td>31.1%</td></tr>
<tr><td>Die Y-Extent</td><td>83.1 um</td></tr>
<tr><td>Die area</td><td>6910 um2</td></tr>
<tr><td>Die extent in x</td><td>83.1 um</td></tr>
<tr><td>Io pins</td><td>14</td></tr>
<tr><th colspan="2">Clock tree</th></tr>
<tr><td>Number of clock sinks</td><td>42</td></tr>
<tr><td>Hold_buf cts</td><td>0</td></tr>
<tr><td>Clock root buffer master</td><td>clkbuf_8</td></tr>
<tr><td>Clock slew at reported path FFs</td><td>0.08 ns</td></tr>
<tr><td>Buffer count from post-CTS setup fixing</td><td>0</td></tr>
<tr><td>Clock tree from TritonCTS</td><td>built</td></tr>
<tr><td>H-tree depth</td><td>2</td></tr>
<tr><td>Post-cts repair resize count</td><td>0</td></tr>
<tr><td>Clock Tree Buf Depth</td><td>2</td></tr>
<tr><td>Number of buffers created by CTS</td><td>5</td></tr>
<tr><td>Clock Latency Late Sink</td><td>0.29 ns</td></tr>
<tr><th colspan="2">Worst hold path</th></tr>
<tr><td>Hold path cells</td><td>2</td></tr>
<tr><td>Path type of the worst min-delay path</td><td>reg -&gt; reg</td></tr>
<tr><td>Destination of the worst hold path</td><td>data_out[0]$_DFFE_PP0P_</td></tr>
<tr><td>Worst Min Path Start</td><td>data_out[0]$_DFFE_PP0P_</td></tr>
<tr><th colspan="2">Placement</th></tr>
<tr><td>Final weighted congestion of routability-driven global placement</td><td>0.868</td></tr>
<tr><td>Quantity of I/O buffers inserted on ports</td><td>13</td></tr>
<tr><td>Dpl hpwl</td><td>2.75 mm</td></tr>
<tr><th colspan="2">Status</th></tr>
<tr><td>Outcome</td><td>complete, no violations</td></tr>
<tr><th colspan="2">Finish</th></tr>
<tr><td>Share of cells above drive strength 1</td><td>14.3%</td></tr>
<tr><td>Most numerous logic cells after layout</td><td>edfxtp_1 (32), clkdlybuf4s50_1 (13), ha_1 (11)</td></tr>
<tr><td>Top cell excl fill/tap</td><td>edfxtp_1</td></tr>
<tr><td>Area grow syn2layout</td><td>16.9%</td></tr>
</table>
## routing by layer
metal  routed length (um)  vias to the layer above  GRT usage (%)
li1                     -                      522              -
met1                 1650                      548           17.4
met2                 1780                       46           19.3
met3                  282                        2           5.05
met4                   25                        0           1.41
met5                    0                        -              0
## synthesized netlist by cell type (all sizes together), types with 4 or more instances
library cell,n,area share (%)
edfxtp,32,49
ha,11,7.0
dfrtp,10,13
and2,8,2.5
inv,8,1.5
nor2,7,1.3
o31ai,5,1.9
a221oi,4,1.8
mux2,4,2.9
nand2,4,0.76
## layout make-up
cell class              count  area (um2)
clock buffers               5        68.8
clock inverters             3        68.8
fillers                   573        4040
inverters                   8        30.0
multi-input cells          76         702
flip-flops and latches     42        1210
well taps                  77        96.3
repair buffers             13         130
## logic make-up after synthesis
logic type | count (synthesis) | share of synthesized area, %
xor gates and xnor gates | 6 | 3.80
muxes | 5 | 3.36
buffers and inverters | 13 | 3.11
and+or+nand+nor | 30 | 10.0
DFF | 42 | 61.3
AOI/OAI and AO/OA | 24 | 11.4
adders and majority gates | 11 | 6.97
## power by group through the flow
stage / combinational (mW) / sequential [mW] / clock [mW]
6_report: 0.881 / 0.884 / 0.546
4_1_cts: 0.884 / 0.885 / 0.556
5_1_grt: 0.987 / 0.904 / 0.589
## state kept, by name, indices dropped and copies added (netlist names)
signal,flops
wr_addr,3
mem,32
rd_addr,3
data_out,4
## worst max-delay path by stage
stage                       from   end  slack [ns]  depth (start not counted)
5_1_grt   rd_addr[2]$_DFFE_PP0P_  full        0.20                          3
4_1_cts   rd_addr[2]$_DFFE_PP0P_  full        0.34                          3
6_report  rd_addr[2]$_DFFE_PP0P_  full        0.34                          3
## metrics by stage
stage	worst slack [ns]	utilization (%)	power (mW)	area, um2	instances
3_3_place_gp	0.622	34.2	1.75	2170	216
6_report	0.342	36.3	2.31	2310	224
4_1_cts	0.339	36.3	2.33	2310	224
2_1_floorplan	1.06	-	1.52	1970	131
5_1_grt	0.204	36.3	2.48	2310	224
3_5_place_dp	0.589	34.2	1.78	2170	216
## critical path, delay by kind of cell, from the launching register on
family                    cells  cell delay (ns)
xor gates and xnor gates      1             0.19
and+or+nand+nor               1             0.33
DFF                           1             0.65
buffers and inverters         1             0.52
Power and IR drop assume default switching activity.
