**flow/run.sh**
```bash
#!/bin/bash
# OpenROAD 26Q1-2900-gdf79404cd8, Yosys 0.63+post, stock flow scripts
make -C /OpenROAD-flow-scripts/flow DESIGN_CONFIG=/design/flow/config.mk WORK_HOME=/design/flow/orfs finish
```
**flow/config.mk**
```make
export PLATFORM = sky130hd
export DESIGN_NAME = edge_detect
export DESIGN_NICKNAME = edge_detect
export VERILOG_FILES = /design/flow/design.v
export SDC_FILE = /design/flow/constraint.sdc
export NUM_CORES = 4
export LEC_CHECK = 1
export CORE_AREA = 10 10 70 70
export DIE_AREA = 0 0 80 80
```
**flow/constraint.sdc**
```tcl
current_design edge_detect

set clk_period 1.0
set clk_io_pct 0.2

create_clock -name clk0 -period $clk_period [get_ports {clk}]

set non_clock_inputs [all_inputs -no_clocks]
set_input_delay [expr $clk_period * $clk_io_pct] -clock clk0 $non_clock_inputs
set_output_delay [expr $clk_period * $clk_io_pct] -clock clk0 [all_outputs]
```
**flow/design.v**
```verilog
module clk_divider #(parameter DIV) (
  input rst,
  input clk_in,
  output clk_out
);
  logic even;
  assign even = (DIV%2 == 0);
  logic [$clog2(DIV)-1:0] pos_count;
  logic [$clog2(DIV)-1:0] neg_count;
  always_ff @(posedge clk_in or posedge rst) begin
    if(rst) begin
        pos_count <= '0;
    end else begin
        pos_count <= (pos_count == (DIV-1)) ? '0 : pos_count + 1;
    end
  end
  always_ff @(negedge clk_in or posedge rst) begin
    if(rst) begin
        neg_count <= '0;
    end else begin
        neg_count <= (neg_count == (DIV-1)) ? '0 : neg_count + 1;
    end
  end
  assign clk_out = (rst) ? 1'b0 : (even) ? ((pos_count < (DIV/2)) ? 1'b1 : 1'b0) : ( (pos_count > DIV>>1) || (neg_count > DIV>>1));
 endmodule
module dff(
    input   clk,
    input   rst,
    input   d, 
    output logic   q
);
always @(posedge clk or posedge rst) begin
    if(rst) begin
        q   <= 1'b0;
    end else begin
        q   <= d;
    end
end
endmodule
module edge_detect(
    input   clk,
    input   rst,
    input   din,
    output  o_pedge_pulse
);
typedef enum {
    RST,
    S0,
    S1,
    S01,
    S10
} states_t;
states_t    state;
states_t    next_state;
always @(posedge clk or posedge rst) begin
    if(rst) begin
        state   <= RST;
    end else begin
        state   <= next_state;
    end
end
always @(*) begin
    case(state)
        RST: begin
            if(din) begin
                next_state  = S1;
            end else begin
                next_state  = S0;
            end
        end
        S0: begin
            if(din) begin
                next_state  = S01;
            end else begin
                next_state  = S0;
            end
        end
        S1: begin
            if(din) begin
                next_state  = S1;
            end else begin
                next_state  = S10;
            end
        end
        S01: begin
            if(din) begin
                next_state  = S1;
            end else begin
                next_state  = S10;
            end
        end
        S10: begin
            if(din) begin
                next_state  = S01;
            end else begin
                next_state  = S0;
            end
        end
    endcase 
end
assign o_pedge_pulse = (state == S01);
endmodule 
module debounce (
    input clk,
    input rst,
    input din,
    output dout
);
parameter DIV = 31_250_000;
logic slow_clk;  
clk_divider #(
    .DIV(DIV)
) clk_divider_0 (
    .clk_in(clk),
    .clk_out(slow_clk),
    .rst(rst)
);
logic q0, q1, q2;
dff dff_0 (slow_clk, rst, din, q0);
dff dff_1 (slow_clk, rst,  q0, q1);
dff dff_2 (slow_clk, rst,  q1, q2);
edge_detect edge_detect_0 (
    .clk(clk),
    .rst(rst),
    .din(q2),
    .o_pedge_pulse(dout)
);
endmodule
```
==> flow_summary.json <==
{
  "status": "complete, but fails checks",
  "placeableCoreArea_sq_um": 3416,
  "io_buffers": 3,
  "top_cells_by_count": "3 x dfrtp_1, 3 x dlxtn_1, 2 x nor2b_1",
  "cpPeakStageDelay_ns": 0.37,
  "power_density_nw_per_um2": 1099,
  "final_cells": 71,
  "worstPathCellList": "nor2b_4 -> and2_1 -> buf_2",
  "setup_ws_ns": -0.1506,
  "p_leak_nw": 0.1365,
  "cts_buffer_depth": 2,
  "unclocked_regs": 3,
  "synth-cells-yosys": 14,
  "htreeDepth": 1,
  "worst_pin_slew_ns": 0.1302,
  "wl_per_cell_microns": 5.549,
  "synth.area.top_cells": "dfrtp_1 44%, dlxtn_1 27%, nor2b_1 7.4%",
  "critPathCaptureType": "primary output",
  "cp-start-kind": "flop",
  "gp_congestion": 0.6574,
  "dpl_worst_slack_ns": -0.3008,
  "slew_headroom_pct": 91.26,
  "ys.flops": 6,
  "row_count": 21,
  "drive_gt1_share_pct": 40.00,
  "yosys_warnings": 1,
  "edf_count": 0,
  "grt_pass1_vias": 155,
  "syn_area_sq_um": 168.9,
  "ff_type": "dlxtn_1",
  "n_antenna_cell": 0,
  "synth_top_cell_by_area": "dfrtp_1",
  "synthArstFlopShare_pct": 50.00,
  "critPathKind": "flop to primary output",
  "dr.first_iter.drc_count": 5,
  "worstPathArrival_ns": 0.95,
  "hold_viol_final": 0,
  "postCtsHoldBufs": 0,
  "power_mw": 0.3508,
  "syn_to_final_growth_pct": 88.89,
  "grt_overflow": 0,
  "hp-class": "primary input to asynchronous set/reset pin",
  "finalSetupViolCount": 1,
  "rsz0062_at_grt": "true",
  "worstSetupStartpoint": "state[1]",
  "fp_util_pct": 4.945,
  "dr_total_vias": 126,
  "syn_inst": 14,
  "cp.required_ns": 0.80,
  "cts_root_buffer": "clkbuf_4",
  "die_w_microns": 80,
  "io_pins": 4,
  "place_inst": 66,
  "max_freq_mhz": 869.1,
  "route.detailed.drc": 0,
  "cts_tree": "done",
  "fin_crit_ns": 1.151,
  "path_max_fanout": 2,
  "cts_made_buffers": 3,
  "ir_worst_vdd_mv": 0.1787,
  "wirelength_microns": 394,
  "report.final.slew_viol_count": 0,
  "ant_nets": 0,
  "finalSetupTns_ns": -0.1506,
  "untimed_endpoints": 6,
  "violations": "setup timing",
  "synth.distinct_cells": 9,
  "antenna_found_initial": 0,
  "yosys_area_sq_um": 168.9,
  "die_h_microns": 80,
  "cp-endpoint": "o_pedge_pulse",
  "final_core_util_pct": 9.341,
  "finalClockPeriodUsage_pct": 115.1,
  "avgSynthCellArea_sq_um": 12.07,
  "via_per_inst": 1.775,
  "grt_use_total_pct": 1.414,
  "clkTransAtPathRegs_ns": 0.04,
  "slowest_stage": "dfrtp_1",
  "warnings": 27,
  "grt_pass1_wl_microns": 648,
  "yosys.area.top_type_share_pct": 44.44,
  "firstDrtPassIters": 2,
  "dieArea_sq_um": 6400,
  "maxCapViolCount": 0,
  "grt_max_degree": 4
}
routing by layer:
metal | wire [microns] | up-vias | GRT usage (%)
met5 | 0 | - | 0
met4 | 0 | 0 | 0.7042
met3 | 91 | 0 | 2.159
met2 | 139 | 4 | 1.284
met1 | 163 | 57 | 1.467
li1 | - | 65 | -
critical path: cells and delay by family (launching register included):
kind / cells / cell delay [ns]
buffers and inverters: 1 / 0.11
DFF: 1 / 0.37
and+or+nand+nor: 2 / 0.25
registers in the layout, summed over array words and instances (netlist names):
name	count
state	3
next_state	3
placed cells by master (no fill, tap or decap):
master / n
buf_2: 1
o21a_1: 1
clkbuf_1: 1
nor2b_1: 1
dlxtn_1: 3
xnor2_1: 1
and2_1: 1
o22ai_1: 1
buf_4: 5
clkbuf_4: 3
dfrtp_1: 3
inv_1: 1
nor2b_4: 1
clkdlybuf4s50_1: 2
layout make-up:
cell class | instances | area [sq um]
well taps | 46 | 57.56
repair buffers | 8 | 62.56
clock buffers | 4 | 26.28
inverters | 1 | 3.754
multi-input cells | 6 | 48.80
flip-flops and latches | 6 | 120.1
fillers | 404 | 3097
through the flow:
step	instance area, sq um	hold WS, ns
floorplan	168.9	-0.04636
global placement	282.8	0.3805
detailed placement	282.8	0.3789
CTS	311.5	0.1349
global route	319.1	0.1415
finish	319.1	0.1458
worst min-delay path by stage:
stage	depth (start not counted)	to	slack (ns)	from
after global routing	2	state[1]	0.14	rst
after CTS	2	state[0]	0.13	rst
final	2	state[0]	0.15	rst
power by group:
part,internal (mW),switching [mW]
Combinational,0.0105,0.00599
Clock,0.149,0.0597
Sequential,0.125,0.000506
Total,0.285,0.0662
cells by family (layout without fill, tap and decap cells):
logic type             after synthesis  after routing  synth area share, %
latches                              3              3                26.66
AND/OR/NAND/NOR                      3              3                11.11
AND-OR/OR-AND                        2              2                8.152
XOR/XNOR                             1              1                5.186
buffers and inverters                2             13                4.440
flip-flops                           3              3                44.44
repair_timing:
action	4_1_cts	5_1_grt
pin swaps	1	0
resized	5	0
buffers inserted	0	1
gates cloned	0	0
endpoints found under the setup margin	1	1
Power figures rest on the tool's default switching activity, not on a simulated workload.
